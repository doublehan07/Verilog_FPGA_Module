--- flow/run.sh ---
#!/bin/bash
# OpenROAD 26Q1-2900-gdf79404cd8, Yosys 0.63+post, stock flow scripts
make -C /OpenROAD-flow-scripts/flow DESIGN_CONFIG=/design/flow/config.mk WORK_HOME=/design/flow/orfs finish
--- flow/config.mk ---
export PLATFORM = sky130hd
export DESIGN_NAME = counter_4a
export DESIGN_NICKNAME = counter_4a
export VERILOG_FILES = /design/flow/design.v
export SDC_FILE = /design/flow/constraint.sdc
export NUM_CORES = 4
export LEC_CHECK = 1
export CORE_AREA = 10 10 70 70
export DIE_AREA = 0 0 80 80
--- flow/constraint.sdc ---
current_design counter_4a

set clk_period 1.9
set clk_io_pct 0.2

create_clock -name clk0 -period $clk_period [get_ports {clk}]

set non_clock_inputs [all_inputs -no_clocks]
set_input_delay [expr $clk_period * $clk_io_pct] -clock clk0 $non_clock_inputs
set_output_delay [expr $clk_period * $clk_io_pct] -clock clk0 [all_outputs]
--- flow/design.v ---
module counter_4a(
	cnt,
	clk,
	reset
);
input clk, reset;
output [6:0] cnt;
reg [0:0] QD, QC, QB, QA, tempa, tempb, tempc;
reg [3:0] temp;
initial temp <= 0;
always @(negedge clk or negedge reset) begin
	if(~reset) temp <= 0;
	else begin
		QA <= ~QA;
		temp <= {QD, QC, QB, QA};
	end
end
always @(negedge QA) QB <= ~QB;
always @(negedge QB) QC <= ~QC;
always @(negedge QC) QD <= ~QD;
assign	cnt = (temp==4'h0)?7'b1000000:
              (temp==4'h1)?7'b1111001:
              (temp==4'h2)?7'b0100100:
              (temp==4'h3)?7'b0110000:
              (temp==4'h4)?7'b0011001:
              (temp==4'h5)?7'b0010010:
              (temp==4'h6)?7'b0000010:
              (temp==4'h7)?7'b1111000:
              (temp==4'h8)?7'b0000000:
              (temp==4'h9)?7'b0010000:
			  (temp==4'hA)?7'b0001000:
			  (temp==4'hB)?7'b0000011:
			  (temp==4'hC)?7'b1000110:
			  (temp==4'hD)?7'b0100001:
			  (temp==4'hE)?7'b0000110:
			  (temp==4'hF)?7'b0001110:7'b0;
endmodule
==> flow_results.xml <==
<?xml version="1.0" encoding="UTF-8"?>
<metrics>
  <group name="run_status">
    <metric name="status" unit="">finished with violations</metric>
    <metric name="violated_checks" unit="">negative setup slack</metric>
  </group>
  <group name="sta">
    <metric name="worst_pin_slew" unit="ns">0.224</metric>
    <metric name="grt_setup_unrepaired" unit="">true</metric>
    <metric name="setup_viol" unit="">7</metric>
    <metric name="register_pins_left_without_a_clock" unit="">3</metric>
    <metric name="layout_setup_ws" unit="ns">-0.879</metric>
    <metric name="worst_slew_margin_relative_to_its_limit" unit="%">85.0</metric>
    <metric name="drv_slew" unit="">0</metric>
    <metric name="timing.final.hold_violations" unit="">0</metric>
    <metric name="unconstrained_endpoints" unit="">6</metric>
    <metric name="finalClockSkew" unit="ns">0.0466</metric>
  </group>
  <group name="critical_path">
    <metric name="cp_num_buf_inv" unit="">3</metric>
    <metric name="critical_path.cell_chain" unit="">buf_4 &gt; buf_4 &gt; nor3_4 &gt; a21oi_1 &gt; a21oi_1 &gt; buf_2</metric>
    <metric name="critical_path_peak_fanout" unit="">3</metric>
    <metric name="endpoint_kind_of_the_worst_setup_timing_path" unit="">primary output</metric>
    <metric name="worst_path_max_delay_cell" unit="">dfrtn_1</metric>
    <metric name="startpoint" unit="">temp[1]$_DFF_NN0_</metric>
    <metric name="cpPeakStageDelay" unit="ns">0.35</metric>
    <metric name="regToRegEndpoint" unit="">QA$_DFFE_NP_</metric>
    <metric name="worst-endpoint-required" unit="ns">1.52</metric>
    <metric name="crit-reg2reg-launch" unit="">QA$_DFFE_NP_</metric>
    <metric name="timing.setup.critical_path_class" unit="">reg2out</metric>
    <metric name="depth_of_the_worst_register_to_register_path" unit="">1</metric>
    <metric name="worst-r2r-setup-slack" unit="ns">1.27</metric>
    <metric name="worstPathArrival" unit="ns">2.40</metric>
    <metric name="cpLargestDelayFamily" unit="">buffers and inverters</metric>
    <metric name="startpoint_type" unit="">flip-flop</metric>
  </group>
  <group name="finish">
    <metric name="lay_top_cells" unit="">buf_4, buf_6, buf_2</metric>
    <metric name="final-comb-area" unit="µm²">221</metric>
    <metric name="fin_cells" unit="">125</metric>
    <metric name="final_util" unit="%">23.6</metric>
    <metric name="final_layout_size_suffix_gt1_share" unit="%">67.1</metric>
    <metric name="num-fill-cells" unit="">364</metric>
    <metric name="layout.cells.most_common" unit="">buf_4</metric>
    <metric name="final_area" unit="µm²">807</metric>
    <metric name="seqCellArea" unit="µm²">190</metric>
    <metric name="layout-area-overhead-vs-synth" unit="%">93.1</metric>
  </group>
  <group name="grt">
    <metric name="grt_pass1_wl" unit="mm">2.07</metric>
    <metric name="grt-ovfl-total" unit="">0</metric>
    <metric name="grt_pass1_vias" unit="">447</metric>
    <metric name="largest_net_degree_at_the_start_of_global_routing" unit="">6</metric>
    <metric name="grt_antenna_before_repair" unit="">0</metric>
    <metric name="groute.usage.overall" unit="%">3.84</metric>
  </group>
  <group name="power_and_ir_drop">
    <metric name="sequentialPowerShare" unit="%">43.0</metric>
    <metric name="power_frac_clock" unit="%">49.6</metric>
    <metric name="power.total" unit="µW">268</metric>
    <metric name="internal-power" unit="µW">206</metric>
    <metric name="power_switching" unit="µW">61.5</metric>
    <metric name="share_of_total_power_in_combinational_logic" unit="%">7.4</metric>
    <metric name="max-vdd-ir-drop" unit="V">0.000171</metric>
    <metric name="p_leak" unit="µW">0.000394</metric>
    <metric name="swShare" unit="%">22.9</metric>
    <metric name="power_density" unit="nW/µm²">332</metric>
  </group>
  <group name="worst_hold_path">
    <metric name="min-delay-start" unit="">QA$_DFFE_NP_</metric>
    <metric name="worst_hold_path_depth" unit="">0</metric>
    <metric name="hold_removal_path_class" unit="">reg2reg</metric>
    <metric name="min_to" unit="">temp[0]$_DFF_NN0_</metric>
  </group>
  <group name="die">
    <metric name="core_area" unit="µm²">3420</metric>
    <metric name="die-area" unit="µm²">6400</metric>
    <metric name="fp-row-count" unit="">21</metric>
    <metric name="die-height" unit="µm">80</metric>
    <metric name="width_of_the_die" unit="µm">80</metric>
    <metric name="core_util_floorplan" unit="%">12.2</metric>
    <metric name="top_level_ports" unit="">9</metric>
  </group>
  <group name="logic_synthesis">
    <metric name="postSynthAreaPerCell" unit="µm²">9.72</metric>
    <metric name="ys_seq_share" unit="%">45.5</metric>
    <metric name="post_synth_num_cell_types" unit="">23</metric>
    <metric name="ys_cells" unit="">43</metric>
    <metric name="synthesis.area" unit="µm²">418</metric>
    <metric name="ys_area" unit="µm²">418</metric>
    <metric name="yosys_register_bits" unit="">8</metric>
    <metric name="post_synth_inst_count" unit="">43</metric>
    <metric name="yosys_warnings" unit="">1</metric>
  </group>
  <group name="route">
    <metric name="wl" unit="mm">1.22</metric>
    <metric name="drt-pass1-iter-count" unit="">2</metric>
    <metric name="routed_wire_length_per_instance" unit="µm">9.74</metric>
    <metric name="n_antenna_cell" unit="">0</metric>
    <metric name="routed_via_density" unit="">3.48</metric>
    <metric name="detailedRoute.firstIterationViolations" unit="">8</metric>
    <metric name="post-route-drc-count" unit="">0</metric>
    <metric name="antenna_violating_nets_post_route" unit="">0</metric>
    <metric name="route.vias.total" unit="">435</metric>
  </group>
  <group name="place">
    <metric name="dpl.hpwl" unit="µm">619</metric>
    <metric name="preCtsSetupSlack" unit="ns">-0.917</metric>
    <metric name="portBuffers" unit="">8</metric>
    <metric name="place_area" unit="µm²">604</metric>
    <metric name="placed_cells_incl_taps" unit="">104</metric>
    <metric name="gp_routability_congestion" unit="">0.763</metric>
  </group>
  <group name="job">
    <metric name="warning_total_across_the_stage_logs" unit="">29</metric>
    <metric name="max_cap_violations" unit="">0</metric>
  </group>
  <group name="clock_tree">
    <metric name="clkLatencyLatePin" unit="ns">0.30</metric>
    <metric name="tritoncts.num_buffers" unit="">3</metric>
    <metric name="clk_path_buf_depth" unit="">2</metric>
    <metric name="h-tree-depth" unit="">1</metric>
    <metric name="cts.root.buffer_cell" unit="">clkbuf_4</metric>
    <metric name="clkTransAtPathRegs" unit="ns">0.03</metric>
    <metric name="tritoncts" unit="">yes</metric>
  </group>
</metrics>
## synth_stat cells, drive strengths merged
| cell type | instances | area [µm²] |
|---|---|---|
| o2bb2ai | 2 | 23.8 |
| nor3b | 1 | 12.5 |
| a311o | 1 | 10.0 |
| a21oi | 5 | 25.0 |
| nor2 | 2 | 7.51 |
| xnor2 | 1 | 8.76 |
| nand2 | 1 | 3.75 |
| a21o | 1 | 8.76 |
| and3b | 1 | 8.76 |
| dfxtp | 3 | 60.1 |
| and2 | 1 | 8.76 |
| nor4 | 1 | 6.26 |
| o21ai | 3 | 15.0 |
| inv | 8 | 30.0 |
| edfxtp | 1 | 30.0 |
| dfrtn | 4 | 100 |
| a211oi | 1 | 7.51 |
| nor3 | 2 | 10.0 |
| buf | 3 | 30.0 |
| maj3 | 1 | 11.3 |
## layout make-up
cell class                 count  area share, %
timing repair buffer          35           34.9
multi-input combinational     24           27.4
sequential                     8           23.6
tap                           46           7.13
clock buffer                   4           3.26
inverter                       7           3.26
clock inverter                 1          0.465
## per-stage QoR
stage          setup TNS (ns)  hold slack (ns)
4_1_cts                 -5.72            0.312
3_3_place_gp            -6.37            0.258
3_5_place_dp            -6.47            0.259
6_report                -5.72            0.302
5_1_grt                 -6.30            0.327
2_1_floorplan           -1.96            0.250
## power by group through the flow
stage / logic (µW) / clock network [µW] / registers (µW)
6_report: 19.7 / 133 / 115
5_1_grt: 22.3 / 144 / 116
4_1_cts: 18.9 / 144 / 115
## state kept, by name (all words and copies together), names as in the netlist
name	flops
temp	4
QA	1
QB	1
QC	1
QD	1
## worst max path at each step
stage | endpoint | slack (ns) | cells after the start
4_1_cts | cnt[5] | -0.85 | 5
5_1_grt | cnt[3] | -0.98 | 6
6_report | cnt[3] | -0.88 | 6
## cell families (layout without fill, tap and decap cells)
logic type | after synthesis | count (layout) | share of synthesized area, %
and+or+nand+nor | 9 | 9 | 13.8
AOI/OAI and AO/OA | 13 | 13 | 21.6
buffers and inverters | 11 | 47 | 14.4
adders and majority gates | 1 | 1 | 2.69
DFF | 8 | 8 | 45.5
xor gates and xnor gates | 1 | 1 | 2.10
## per-layer routing
| layer | up-vias | GRT usage (%) | wire length, µm |
|---|---|---|---|
| met5 | - | 0 | 0 |
| met4 | 0 | 0.880 | 19 |
| met3 | 2 | 2.39 | 115 |
| met2 | 11 | 5.78 | 494 |
| met1 | 202 | 4.52 | 589 |
| li1 | 220 | - | - |
## what timing repair did
| item | in CTS | in global routing |
|---|---|---|
| pin swaps | 11 | 4 |
| hold buffers | 0 | 0 |
| setup buffers | 16 | 1 |
| gates cloned | 0 | 0 |
| resized | 40 | 4 |
| setup endpoints to repair | 7 | 7 |
Power and IR drop assume default switching activity.
