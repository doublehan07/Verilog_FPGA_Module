**/design/flow/config.mk**
```make
export PLATFORM = sky130hd
export DESIGN_NAME = counter_4s
export DESIGN_NICKNAME = counter_4s
export VERILOG_FILES = /design/flow/design.v
export SDC_FILE = /design/flow/constraint.sdc
export NUM_CORES = 4
export LEC_CHECK = 1
export CORE_AREA = 10 10 70 70
export DIE_AREA = 0 0 80 80
```
**/design/flow/constraint.sdc**
```tcl
current_design counter_4s

set clk_period 1.5
set clk_io_pct 0.2

create_clock -name clk0 -period $clk_period [get_ports {clk}]

set non_clock_inputs [all_inputs -no_clocks]
set_input_delay [expr $clk_period * $clk_io_pct] -clock clk0 $non_clock_inputs
set_output_delay [expr $clk_period * $clk_io_pct] -clock clk0 [all_outputs]
```
**/design/flow/design.v**
```verilog
module counter_4s(
	cnt,
	clk,
	reset
);
input clk, reset;
output [6:0] cnt;
reg [3:0] temp;
initial temp = 0;
always @ (negedge clk or negedge reset) begin
	if(!reset) temp = 0;
	else begin
		if(temp==4'b1111) temp <= 4'b0;
		else temp = temp + 4'b0001;
	end
end
assign	cnt = (temp==4'b0)?7'b1000000:
              (temp==4'b0001)?7'b1111001:
              (temp==4'b0010)?7'b0100100:
              (temp==4'b0011)?7'b0110000:
              (temp==4'b0100)?7'b0011001:
              (temp==4'b0101)?7'b0010010:
              (temp==4'b0110)?7'b0000010:
              (temp==4'b0111)?7'b1111000:
              (temp==4'b1000)?7'b0000000:
              (temp==4'b1001)?7'b0010000:
			  (temp==4'b1010)?7'b0001000:
			  (temp==4'b1011)?7'b0000011:
			  (temp==4'b1100)?7'b1000110:
			  (temp==4'b1101)?7'b0100001:
			  (temp==4'b1110)?7'b0000110:
			  (temp==4'b1111)?7'b0001110:7'b0;
endmodule
```
**/design/flow/run.sh**
```bash
#!/bin/bash
# OpenROAD 26Q1-2900-gdf79404cd8, Yosys 0.63+post, stock flow scripts
make -C /OpenROAD-flow-scripts/flow DESIGN_CONFIG=/design/flow/config.mk WORK_HOME=/design/flow/orfs finish
```
==> Changelog: implementation <==
### Implementation results

- Initial antenna violation count: 0
- Endpoints failing setup: 7
- Port-buffer cells: 8
- Detailed Route Iter0 Violations: 21
- Hold Startpoint: temp[3]$_DFF_NN0_
- Synth async-reset ratio: 100%
- Worst path max stage delay: 470 ps
- Maximum net fanout on the critical path: 4
- Slew margin rel.: 81.1%
- Adder share: between 10% and 20%
- WL per Instance: 10.6 um
- Compound-Gate Fraction of Synth Area: 35.3%
- Yosys top cell by area: dfrtn_1
- Placed cell area: 653 um^2
- Clock tree sinks: 4
- CTS tree: yes
- EDFF count, synth: 0
- Chip area: 6400 um^2
- Vias per cell: approximately 3.9
- Max Cap Viol: 0
- Top Registers: temp (4)
- CP top delay family: buffers and inverters
- Clock root buffer master: clkbuf_4
- Comb area leader: AND-OR/OR-AND gates
- Gate count after technology mapping: between 40 and 50
- Crit path kind: register to output port
- Chip Area, Yosys: 414 um^2
- Failing checks: negative setup slack
- Avg Inst Size Synth: between 8 and 9 um^2
- First-pass GRT wire length: 2.01 mm
- Hold-fix buffers, CTS: 0
- Slew @ Worst Pin: 283 ps
- Crit path launch type: register
- Min-Delay Path Depth: 1
- Total leakage power: ~0.4 nW
- Placer Congestion: 0.783
- Tool warning count: 31
- Detail Route Antenna Nets: 0
- Worst vdd ir: 0.000114 V
- Largest cells by area: dfrtn_1 24%, ha_1 12%, o21ai_0 4.8%
- FP Core Util: 12.1%
- Layout overhead on the synthesized area: 93.4%
- Ys cells: 47
- Die Y: 80 um
- Chip Width: 80 um
- Drt total wl: approximately 1.3 mm
- Synth flops: 4
- CTS H-tree lvls: 1
- Max reg flops: 4
- Total Power: ~0.00024 W
- Post-synthesis xor/xnor area fraction: 2.11%
- Post-Syn Area: 414 um^2
- Syn. warnings: 1
- Core area: 3420 um^2
- Clk latency of the worst-skew pair: 240 ps
- Pin count of the biggest net entering global routing: 9
- CTS clk-pin slew, worst paths: 30 ps
- CP Capture Type: output port
- Drt drc: 0
- Status: complete, but fails checks
- Top reg by flops: temp
- Hold endpoint: temp[0]$_DFF_NN0_
- Post-route cell area: 801 um^2
- Worst path bufs/invs: 3
- FP Rows: 21
- R2R depth: 5
- IO Pins: 9
- Dominant flop cell: dfrtn_1
- Mux share: 0%
- Reg2Reg Capture Point: temp[3]$_DFF_NN0_
- Vias in the first global route: 464
- Register share after synthesis: around a quarter
- Yosys simple share: 16.3%
- R2r setup slk: 250 ps
- Initial DRT Pass Iterations: 4
- Clk buf depth: 2
- Synth cell types: 26
- Reg-to-Reg Start: temp[1]$_DFF_NN0_
- Final Hold Fails: 0
- Hold Path Class: register to register
- CP Data Arrival Time: 2560 ps
- Top cells by count: 4 x dfrtn_1, 4 x ha_1, 4 x inv_1, 4 x o21ai_0
- Final Max Tran Viols: 0
- Worst path slowest cell: dfrtn_1
- DR vias: 477
- GR Util All Layers: 3.76%
- Power Dens Cells: 300 nW/um^2
- Antenna diodes: 0
- Setup slack after layout: -1360 ps
- CTS buffer count: 3
- CP Cell Sequence: buf_4, ha_4, buf_6, nor2b_4, o21ba_2, o221a_2, dlygate4sd2_1
- RSZ-0062 raised after global routing: true
- Layout cells sized above 1: 67.1%
- CP Data Required Time: 1200 ps
- Grt total ovfl: 0
- Max-area cell share: 24.2%
- Clock skew: 0.988 ps
- Hpwl dp: 869 um
## how the worst max path moves through the flow
stage,from,end,slack (ps),cells past startpoint
final,temp[1]$_DFF_NN0_,cnt[4],-1360,7
after CTS,temp[0]$_DFF_NN0_,cnt[4],-1360,6
after global routing,temp[0]$_DFF_NN0_,cnt[5],-1450,6
## per-layer routing
layer	global-route usage [%]	vias up	share of wire, %
li1	-	237	-
met1	4.95	226	49
met2	5.54	12	41
met3	1.59	2	9.1
met4	0.880	0	0.69
met5	0	-	0
## final cells by class
cell class,count,area (um^2)
fillers,369,2620
multi-input cells,35,373
repair buffers,30,233
flip-flops and latches,4,100
well taps,46,57.6
clock buffers,3,22.5
inverters,4,15.0
## metrics by stage
stage / instances / hold WS (ps) / worst slack, ps / utilization [%] / setup TNS, ps
floorplan: 47 / 477 / -974 / - / -5690
global placement: 112 / 469 / -1460 / 19.1 / -9750
detailed placement: 112 / 468 / -1480 / 19.1 / -9980
CTS: 120 / 469 / -1360 / 22.1 / -9000
global route: 122 / 502 / -1450 / 23.4 / -9510
finish: 122 / 465 / -1360 / 23.4 / -8980
## kinds of logic (layout without fill, tap and decap cells)
family,after synthesis,count (layout)
and+or+nand+nor,11,11
buffers and inverters,8,37
DFF,4,4
AOI/OAI and AO/OA,19,19
adders and majority gates,4,4
xor gates and xnor gates,1,1
## where the power goes
part	leakage, nW	switching (W)	internal (W)
registers	0.0566	0	0.000109
logic	0.333	0.00000195	0.00000232
clock network	0.0138	0.0000380	0.0000891
## cells in the final DEF, fill, tap and decap left out, types with 2 or more instances in the layout
| cell | synthesis | layout |
|---|---|---|
| a221oi_2 | 0 | 2 |
| buf_2 | 3 | 6 |
| buf_4 | 0 | 17 |
| buf_6 | 1 | 5 |
| clkbuf_4 | 0 | 3 |
| dfrtn_1 | 4 | 4 |
| ha_4 | 0 | 3 |
| inv_2 | 0 | 3 |
| nand2b_1 | 2 | 2 |
| nor2b_1 | 3 | 2 |
| o21ai_1 | 0 | 2 |
| o31ai_1 | 2 | 2 |
## repair_timing
| item | 4_1_cts | 5_1_grt |
|---|---|---|
| resized | 33 | 10 |
| setup endpoints to repair | 7 | 7 |
| buffers inserted | 5 | 2 |
| pin swaps | 6 | 7 |
Power and IR drop assume default switching activity.
